===== design/flow/design.v =====
module arbiter(gnt,req,clk
);
reg [3:0] wgnt;
input clk;
input[3:0] req;
output reg[3:0] gnt;
always @(posedge clk) begin
    if(req[0]==0)
    begin
        wgnt<=4'b1110;
    end
    else if (req[1]==0)
    begin
        wgnt<=4'b1101;
    end
    else if (req[2]==0)
    begin
        wgnt<=4'b1011;
    end
    else if (req[3]==0)
    begin
        wgnt<=4'b0111;
    end
    else begin
        wgnt<=4'b1111;
    end
end
always @(negedge clk) begin
    gnt <=wgnt;
end
endmodule

===== design/flow/run.sh =====
#!/bin/bash
# OpenROAD 26Q1-2900-gdf79404cd8, Yosys 0.63+post, stock flow scripts
make -C /OpenROAD-flow-scripts/flow DESIGN_CONFIG=/design/flow/config.mk WORK_HOME=/design/flow/orfs finish

===== design/flow/config.mk =====
export PLATFORM = sky130hd
export DESIGN_NAME = arbiter
export DESIGN_NICKNAME = arbiter
export VERILOG_FILES = /design/flow/design.v
export SDC_FILE = /design/flow/constraint.sdc
export NUM_CORES = 4
export LEC_CHECK = 1
export CORE_AREA = 10 10 70 70
export DIE_AREA = 0 0 80 80

===== design/flow/constraint.sdc =====
current_design arbiter

set clk_period 1.0
set clk_io_pct 0.2

create_clock -name clk0 -period $clk_period [get_ports {clk}]

set non_clock_inputs [all_inputs -no_clocks]
set_input_delay [expr $clk_period * $clk_io_pct] -clock clk0 $non_clock_inputs
set_output_delay [expr $clk_period * $clk_io_pct] -clock clk0 [all_outputs]

==> out/metrics.cfg <==
[detailed_routing]
num_vias = 138
ant_nets = 0
routedWlPerCell_um = 5.753
dr.pass1.iters = 1
drt-initial-drc-count = 0
wl_met2_um = 83
routed.top_layer = met3
wl_met1_um = 238
viasPerCell = 1.890
drc = 0
drt_wl_total_um = 420
dr_wl_met3_um = 98
antenna_cells = 0

[logic_synthesis]
ys_types = 5
top_cell_area_share_pct = 85.91
area_leaders = dfxtp_1 (86%), nand4b_1 (4.7%), nand3b_1 (4.0%), nand2b_1 (3.4%), inv_1 (2.0%)
syn_avg_cell_area_um2 = 15.54
yosys_cells = 12
largest_area_cell = dfxtp_1
ys.flops = 8
synth_chip_area_um2 = 186.4
ys_seq_share_pct = 85.91
netlist_area_um2 = 186.4
netlist_instances = 12
ys_warn_count = 1

[cts]
post_cts_hold_buffer_count = 0
path_clk_slew_ns = 0.05
cts_tree = built
clock-sinks = 8
root_buffer = clkbuf_4
cts-buffers-inserted = 3
clk_latency_ns = 0.31
clock_path_buffers = 2
htreeDepth = 1

[min_path]
min_path_type = in2reg
min_from = req[2]

[timing]
setup_viol = 4
relSlewSlack_pct = 91.60
rsz0062_at_grt = yes
worst_hold_slack_ns = 0.4758
worstMarginPinSlew_ns = 0.1255
slew_viol_final = 0
layout_setup_ws_ns = -0.4164
fin_worst_skew_ns = 0.05639
tns_ns = -1.661
hold_violations = 0

[grt]
antenna_found_initial = 0
grt.total_usage_pct = 1.626
grt_pass1_vias = 171
grt_first_pass_wirelength_um = 745
grt_max_degree = 6
overflow = 0

[die]
die_x_um = 80
die_area_mm2 = 0.006400
core_area_mm2 = 0.003416
rows = 21
fp.dieH_um = 80
initial_core_util_pct = 5.458
io_pins = 9

[placement]
dp_cells = 66
globalplace.congestion = 0.6233
place_ws_ns = -0.4888
io_buffers = 8

[power_and_ir_drop]
p_sw_mw = 0.1487
power_density_mw_per_mm2 = 1960
clock_power_share_pct = 45.8
seq_power_share_pct = 50.0
swShare_pct = 21.89
vdd_drop_max_v = 0.001044
combPwrFrac_pct = 4.2
p_leak_nw = 0.1342
p_int_mw = 0.5305

[setup_path]
critPathArrivalTime_ns = 1.22
rr_startpoint = wgnt[2]$_SDFF_PN1_
path_buffers = 1
required_ns = 0.80
end_kind = output port
cp_max_fo = 1
critical_path.startpoint_type = register
worst-setup-path-type = reg2out
path_delay_family = flip-flops
max_stage_delay_ns = 0.30
crit_chain = buf_2
setup.worst_path.start = gnt[3]$_DFF_N_
slowest_stage = dfxtp_2

[finish]
areaGrowthSynthToFinish_pct = 85.91
drive_gt1_share_pct = 40.74
logic_area_um2 = 22.52
flop_area_um2 = 165.2
fillCellCount = 405
postLayoutCoreUtil_pct = 10.15
final_cells = 73

[flow_run]
maxCapViolCount = 0
warning_count = 31

[status]
status = finished, violations left
violations = setup timing

## state kept, by name, summed over array words and instances, names as in the netlist
name  count
gnt       4
wgnt      4
## per-stage QoR
step / total power, mW / cell area [µm²]
3_5_place_dp: 0.4106 / 324.1
2_1_floorplan: 0.3751 / 186.4
5_1_grt: 0.7557 / 346.6
6_report: 0.6792 / 346.6
4_1_cts: 0.6943 / 341.6
3_3_place_gp: 0.4091 / 324.1
## per-layer routing
layer / track usage (%) / up-vias
met2: 1.043 / 15
li1: - / 69
met4: 0.7042 / 0
met5: 0 / -
met3: 2.386 / 0
met1: 2.145 / 54
## cell families (layout without fill, tap and decap cells)
family	Yosys count	in the layout	synth area share (%)
buffers and inverters	1	16	2.011
and+or+nand+nor	3	3	12.09
DFF	8	8	85.90
## synthesized netlist by cell type
cell type,count
dfxtp_1,8
nand4b_1,1
nand3b_1,1
nand2b_1,1
inv_1,1
## repair_timing
item | 4_1_cts | 5_1_grt
buffers inserted | 0 | 0
gates resized | 13 | 4
setup endpoints to repair | 4 | 4
gates cloned | 0 | 0
## path summary, 6_finish.rpt
| kind | endpoint | cells past startpoint | slack, ns |
|---|---|---|---|
| worst max-delay path | gnt[3] | 1 | -0.42 |
| worst max register to register | gnt[2]$_DFF_N_ | 0 | 0.15 |
| worst min register to register | gnt[0]$_DFF_N_ | 0 | 0.78 |
| worst min-delay path | wgnt[3]$_SDFF_PN1_ | 2 | 0.48 |
## final cells by class
type                    count  share of cell area, %
clock inverters             4                  4.332
flip-flops and latches      8                  47.65
clock buffers               4                  7.581
repair buffers              8                  17.33
multi-input cells           3                  6.498
well taps                  46                  16.61
## cell usage in the layout, fill, tap and decap left out, drive strengths merged
cell type,count
inv,4
clkdlybuf4s50,4
dfxtp,8
nand2b,1
nand3b,1
nand4b,1
buf,4
clkbuf,4
## power by group through the flow
stage | Combinational [mW] | Clock (mW) | Sequential [mW]
CTS | 0.0292 | 0.327 | 0.338
global route | 0.0313 | 0.384 | 0.341
finish | 0.0285 | 0.311 | 0.339
Power is estimated from default activity; no workload was simulated.
