==> design.v <==
`timescale 1us / 1ps
module Device_Controller(clk,reset,frame,AD,C_BE,irdy,trdy,DevSel,req,gnt,
force_request,ADTC,CB,Device_Address,init,trgt);
input clk,reset,gnt,force_request;
input [31:0] ADTC,Device_Address;
input [3:0] CB;
inout frame,irdy,trdy,DevSel;
output reg req,init,trgt;
inout [31:0] AD;
inout [3:0] C_BE;
reg frm,irdyB,trdyB,ds,rw;
reg [3:0] CMD,BE;
reg [31:0] ADB,data;
reg [1:0] role;
reg [2:0] state,previous_state,counter,DPh;
reg [31:0] memory [0:7];   
reg [2:0] mp;              
parameter
	target=2'b00,
	initiator=2'b01,
	none=2'b11;
parameter[2:0] 
	idle=3'b000,
	bus_granted=3'b001,
	device_select=3'b010,
	RDY=3'b011,
	Check=3'b100,
	transaction=3'b101;
assign frame = frm;
assign irdy = irdyB;
assign trdy = trdyB;
assign DevSel = ds;
assign AD = ADB;
assign C_BE = CMD;
always @(force_request, reset, state, previous_state)
begin
	if(reset) begin
		req <= 1'b1;
		role <= none;
	end
	else if(!force_request) begin
		req <= 1'b0;	
	end
	else if(previous_state == bus_granted && counter==3'b001) begin
		req <= 1'b1;
	end
	if(state == bus_granted) begin
		role <= initiator;
	end
	else if(state == device_select) begin
		role <= target;
	end
	else if(gnt && frame && irdy && previous_state == idle) begin
		role <= none;
	end
end
always @(posedge clk)
begin
	if(reset) begin
		counter <= 3'b000;
	end
	else if(!force_request && role == initiator && previous_state == transaction && DPh==3'b000) begin     
      counter <= counter; 
	end
	else if(!force_request) begin     
      counter <= counter + 3'b001; 
	end
	else if(role == initiator && previous_state == transaction && DPh==3'b000 && counter!=3'b000) begin
		counter <= counter - 3'b001;
	end
	if(!gnt && frame && irdy && (previous_state == transaction || previous_state == idle || role == none)) begin
		state <= bus_granted;
	end
	else if(AD == Device_Address && !frame && irdy && (previous_state == idle || role == none)) begin
		state <= device_select;
		rw <= C_BE[0];
		DPh <= C_BE[3:1];
	end
	else if(previous_state == bus_granted || (previous_state == device_select && rw==1'b0)) begin
		state <= RDY;
		if(init) begin
			rw <= CMD[0];
			DPh <= CMD[3:1];
		end
	end
	else if(rw==1'b0 && previous_state == RDY && init) begin
		state <= Check;
	end
	else if(!irdy && !trdy) begin
		if((init && !rw) || (trgt && rw)) begin
			data <= AD;
			if(trgt && rw) begin
				BE <= C_BE;
			end
		end
		if(previous_state == Check || previous_state == RDY || (previous_state == device_select && rw==1'b1)) begin
			state <= transaction;
		end
		else if(DPh!=3'b000) begin
			DPh <= DPh - 3'b001;
		end
	end
	else if(gnt && frame && irdy && previous_state == transaction) begin
		state <= idle;
	end
end
always @(negedge clk)
begin
	if(role == initiator)
	begin
		case(state)
			idle: begin
				frm <= 1'bz;
				irdyB <= 1'bz;
				init <= 1'b0;
			end
			bus_granted: begin
				init <= 1'b1;
				trgt <= 1'b0;
				trdyB <= 1'bz;
				ds <= 1'bz;
				frm <= 1'b0;
				irdyB <= 1'b1;
				ADB <= ADTC;
				CMD <= CB;
			end
			RDY: begin
				irdyB <= 1'b0;
				CMD <= CB;
				if(rw==1'b0) begin
					ADB <= {32{1'bz}};
				end
				else if(rw==1'b1) begin
					ADB <= {4{Device_Address[7:0]}};
					if(DPh==3'b000) begin
						frm <= 1'b1;
					end
				end
			end
			Check: begin
				if(DPh==3'b000) begin
					frm <= 1'b1;
				end
			end
			transaction: begin
				CMD <= CB;
				if(DPh==3'b001) begin
					frm <= 1'b1;
				end
				else if(DPh==3'b000) begin
					irdyB <= 1'b1;
					ADB <= {32{1'bz}};
					CMD <= 4'bzzzz;
					mp <= 3'b000;
				end
				if(rw==1'b0) begin
					memory[mp] <= data;
					if(DPh!=3'b000) begin
						mp <= mp + 3'b001;
					end
				end
			end
		endcase
	end
	else if(role == target)
	begin
		case(state)
			idle: begin
				trdyB <= 1'bz;
				ds <= 1'bz;
				trgt <= 1'b0;
			end
			device_select: begin
				trgt <= 1'b1;
				init <= 1'b0;
				frm <= 1'bz;
				irdyB <= 1'bz;
				ds <= 1'b0;
				if(rw==1'b1) begin
					trdyB <= 1'b0;
				end
				else if(rw==1'b0) begin
					trdyB <= 1'b1;
				end
			end
			RDY: begin
				if(rw==1'b0) begin
					ADB <= {4{Device_Address[7:0]}};
					trdyB <= 1'b0;
				end
				else if(rw==1'b1) begin
					ADB <= {32{1'bz}};
				end
			end
			transaction: begin
				if(DPh==3'b000) begin
					trdyB <= 1'b1;
					ds <= 1'b1;
					ADB <= {32{1'bz}};
					mp <= 3'b000;
				end
				if(rw==1'b1) begin
					if(BE[0]==1'b1) begin
						memory[mp][7:0] <= data[7:0];
					end
					if(BE[1]==1'b1) begin
						memory[mp][15:8] <= data[15:8];
					end
					if(BE[2]==1'b1) begin
						memory[mp][23:16] <= data[23:16];
					end
					if(BE[3]==1'b1) begin
						memory[mp][31:24] <= data[31:24];
					end
					if(DPh!=3'b000) begin
						mp <= mp + 3'b001;
					end
				end
			end
		endcase
	end
	else if(role == none) begin
		frm <= 1'bz;
		irdyB <= 1'bz;
		trdyB <= 1'bz;
		ds <= 1'bz;
		ADB <= {32{1'bz}};
		CMD <= 4'bzzzz;
		init <= 1'b0;
		trgt <= 1'b0;
		mp <= 3'b000;
	end
	previous_state <= state;
end
endmodule
==> run.sh <==
#!/bin/bash
# OpenROAD 26Q1-2900-gdf79404cd8, Yosys 0.63+post, stock flow scripts
make -C /OpenROAD-flow-scripts/flow DESIGN_CONFIG=/design/flow/config.mk WORK_HOME=/design/flow/orfs finish
==> config.mk <==
export PLATFORM = sky130hd
export DESIGN_NAME = Device_Controller
export DESIGN_NICKNAME = Device_Controller
export VERILOG_FILES = /design/flow/design.v
export SDC_FILE = /design/flow/constraint.sdc
export NUM_CORES = 4
export LEC_CHECK = 1
export CORE_UTILIZATION = 30
==> constraint.sdc <==
current_design Device_Controller

set clk_period 4.1
set clk_io_pct 0.2

create_clock -name clk0 -period $clk_period [get_ports {clk}]

set non_clock_inputs [all_inputs -no_clocks]
set_input_delay [expr $clk_period * $clk_io_pct] -clock clk0 $non_clock_inputs
set_output_delay [expr $clk_period * $clk_io_pct] -clock clk0 [all_outputs]
==> results_dict.tcl <==
# metrics dict for downstream scripts
set metrics [dict create \
    status "aborted with a tool error" \
    failed_stage "clock tree synthesis" \
    stop_error "[error] [KeplerFormal.cpp:679] Workflow failed: Iso has multiple drivers: .C_BE1, C_BE[1]$_DFFE_NP_.Q0" \
    untimed_endpoints 4 \
    placed_area_mm2 0.00423 \
    unclocked_regs 3 \
    cts_resized 5 \
    clockRootBuffer "clkbuf_8" \
    port_buffers 74 \
    numSynthFlops 58 \
    initCoreUtil_pct 31.1 \
    placedCellCount 513 \
    yosys_area_mm2 0.00321 \
    async_reset_ff_share_pct 0 \
    place_congestion 0.876 \
    synth_warnings 20 \
    clk_path_buf_depth 2 \
    netlist_instances 297 \
    syn-cell-area_mm2 0.00321 \
    rows 37 \
    synth_area_leader_cell "edfxtp_1" \
    ys.flop_type "edfxtp_1" \
    io_pins 115 \
    dieHeight_um 105 \
    edf_count 46 \
    yosysUniqueCellTypes 51 \
    dpl.hpwl_um 6480 \
    h-tree-depth 2 \
    cts-buffers-inserted 5 \
    yosysTopAreaCellShare_pct 43.1 \
    ys_cells 297 \
    die_w_um 105 \
    cts_setup_buffers 1 \
    synthTopCellsByArea "edfxtp_1, xnor2_1, a21o_1, dfxtp_1, nor2b_1" \
    cts_hold_buf 0 \
    postSynthAreaPerCell_um2 10.8 \
]
==> synthesized netlist by cell type (2+ instances only) <==
| library cell | instances |
|---|---|
| a21o_1 | 34 |
| nand2b_1 | 4 |
| nor4b_1 | 2 |
| nor3_1 | 4 |
| o31ai_1 | 2 |
| nand3_1 | 4 |
| a31oi_1 | 2 |
| buf_2 | 7 |
| mux2_2 | 2 |
| clkbuf_1 | 3 |
| nand2_1 | 19 |
| xor2_1 | 4 |
| and2_1 | 2 |
| a21oi_1 | 14 |
| edfxtp_1 | 46 |
| nor2_1 | 11 |
| nor4_1 | 3 |
| nand4_1 | 14 |
| nor2b_1 | 17 |
| xnor2_1 | 34 |
| ha_1 | 7 |
| dlxtn_1 | 3 |
| nand3b_1 | 3 |
| nor3b_1 | 2 |
| o21ai_0 | 9 |
| inv_1 | 12 |
| dfxtp_1 | 9 |
==> per-stage QoR <==
step                setup WS (ns)  power [uW]  hold WS (ns)
floorplan                   0.247        1820         0.468
global placement           0.0438        2260         0.498
detailed placement         0.0443        2270         0.512
==> logic make-up after synthesis <==
kind of cell | after synthesis | share of synthesized area, %
AND-OR/OR-AND | 70 | 14.9
adder cells (fa/ha/maj) | 7 | 2.73
XOR/XNOR | 38 | 10.4
latches | 3 | 1.40
buffers and inverters | 24 | 3.20
flip-flops | 55 | 48.7
AND/OR/NAND/NOR | 97 | 17.7
multiplexers | 3 | 1.01
Power is estimated from default activity; no workload was simulated.
